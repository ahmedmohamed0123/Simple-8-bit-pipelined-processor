## ./run.sh

```bash
#!/bin/bash
# OpenROAD 26Q1-2900-gdf79404cd8, Yosys 0.63+post, stock flow scripts
make -C /OpenROAD-flow-scripts/flow DESIGN_CONFIG=/design/flow/config.mk WORK_HOME=/design/flow/orfs finish
```

## ./config.mk

```make
export PLATFORM = sky130hd
export DESIGN_NAME = ALU
export DESIGN_NICKNAME = ALU
export VERILOG_FILES = /design/flow/design.v
export SDC_FILE = /design/flow/constraint.sdc
export NUM_CORES = 4
export LEC_CHECK = 1
export CORE_UTILIZATION = 40
```

## ./constraint.sdc

```tcl
current_design ALU

set clk_period 6.7
set clk_io_pct 0.2

create_clock -name clk0 -period $clk_period [get_ports {clk}]

set non_clock_inputs [all_inputs -no_clocks]
set_input_delay [expr $clk_period * $clk_io_pct] -clock clk0 $non_clock_inputs
set_output_delay [expr $clk_period * $clk_io_pct] -clock clk0 [all_outputs]
```

## ./design.v

```verilog
module ALU 
(
    input clk, rst,                  
    input signed [7:0] A, B,
    input [3:0] ALU_opcode,
    output reg signed [7:0] out,     
    output reg Z,N,C,V               
);
reg [3:0] CCR;                       
always @(posedge clk or posedge rst) begin
    if (rst)
        CCR <= 0;
    else
        CCR <= {V,C,N,Z};
end
always @(*) begin
    Z = CCR[0];
    N = CCR[1];
    C = CCR[2];
    V = CCR[3];
    out = 0;
    case (ALU_opcode)
        4'b0000:    out = B;                       
        4'b0001: begin                             
            {C,out} = A + B;                                        
            V = ((A[7] == B[7]) && (out[7] != A[7])) ? 1 : 0;       
            N = out[7];                                             
            Z = !out ? 1 : 0;                  
        end
        4'b0010: begin                             
            {C,out} = A - B;                                        
            V = ((A[7] != B[7]) && (out[7] != A[7])) ? 1 : 0;       
            N = out[7];                                          
            Z = !out ? 1 : 0;                  
        end
        4'b0011: begin                             
            out = A & B;
            N = out[7];                                          
            Z = !out ? 1 : 0; 
        end
        4'b0100: begin                             
            out = A | B;
            N = out[7];                                          
            Z = !out ? 1 : 0; 
        end
        4'b0101: begin                             
            out = {B[6:0], C};
            C = B[7];
            V = (out[7] != B[7]) ? 1 : 0;             
            N = out[7];                                          
            Z = !out ? 1 : 0; 
        end
        4'b0110: begin                            
            out = {C, B[7:1]};
            C = B[0];
            V = (out[7] != B[7]) ? 1 : 0;             
            N = out[7];                                          
            Z = !out ? 1 : 0; 
        end
        4'b0111:    C = 1;                        
        4'b1000:    C = 0;                        
        4'b1001: begin                            
            out = !B;
            N = out[7];                                          
            Z = !out ? 1 : 0; 
        end
        4'b1010: begin                            
            out = !B + 1;
            N = out[7];                                          
            Z = !out ? 1 : 0; 
        end
        4'b1011: begin                            
            {C,out} = B + 1;                                       
            V = (!B[7]) && (out[7]) ? 1 : 0;                        
            N = out[7];                                          
            Z = !out ? 1 : 0;                  
        end
        4'b1100: begin                            
            {C,out} = B - 1;                                       
            V = ((B[7]) && (out[7] != B[7])) ? 1 : 0;       
            N = out[7];                                          
            Z = !out ? 1 : 0;                  
        end
        4'b1101: begin                            
            {C,out} = A - 1;                                       
            V = ((A[7]) && (out[7] != A[7])) ? 1 : 0;       
            N = out[7];                                          
            Z = !out ? 1 : 0;                  
        end
        4'b1110:    out = A;                      
        default: {out,Z,N,C,V} = 0;               
    endcase
end
endmodule
```

==> design notes <==
The area growth from synthesis to layout is 14.8%. Synthesis inferred 4 register bits. The switching share of power is 0.470, and the final setup slack of the worst path is 695 ps. The most used cell along the critical path was clkdlybuf4s50_1. With the number of buffers inserted by post-CTS setup repair at 0, the level count of the clock H-tree is 1. The post-synthesis cell area is 0.00265 mm2.

The total chip power came out at 0.000300 W. TritonCTS built the clock tree. Largest driver fanout on the critical path: 12. The run gives 0.170 for the part of the power in the clock network. On the final layout, the worst clock skew is 0.918 ps.

The worst hold slack came out at 605 ps. For reference, the top cells by count after synthesis are 33 x ha_1, 28 x inv_1, 25 x nor2_1, 23 x a21oi_1, 22 x nand3_1. Counting the buffers created by CTS gives 3. Clock input transition at the sequential cells of the worst setup and hold paths: 30 ps. Cell count listed in synth_stat.txt: 383.

Most instantiated flip-flop cell in the synthesis netlist: dfrtp_1. The count of placed standard cells in the final layout, fillers left out is 474, and the detail-routed via count per cell is 6.57. Per the post-route antenna check, the number of violating nets is 0. The report lists the number of standard-cell rows as 29. Per the log, the first TritonRoute iteration ended with a DRC count of 306. The maximum VDD drop was 0.123 mV; the required time of the critical path was 5360 ps. Per the detail_route report, routed wire per instance is 21.8 um. The pin closest to its max-slew limit shows a slew of 639 ps. The run gives 16.2 mm as the wire length of the first global-routing pass. Clock root buffer: clkbuf_8. The worst setup path is captured at a primary output. The highest clock rate this design can be run at is 167 MHz. Counting along the longest clock path gives a buffer depth of 2. The run gives 2944 for the via count of the first global-routing pass. Sorting the synthesized cells by area gives the leading types as ha_1 16%, xnor2_1 5.3%, a21oi_1 4.4%. For the number of optimization iterations in the first detailed-route pass, the log shows 5. The critical path in this run is classified as input port to primary output. The worst-case headroom to the max-slew limit is 0.572. Total wirelength of the detailed-routed design: 10.3 mm.

The proportion of netlist area held by the largest area contributor was 0.156. The switching power summed over all nets is 0.000141 W. The run finished with clean final reports. Broken down by cell family, the worst path's largest delay share belongs to buffers and inverters.

Buffers inserted to repair hold after CTS numbered 0. The cell type that accounts for the most area after synthesis is ha_1. The report lists the cells along the critical path as clkdlybuf4s50_1, inv_1, ha_1, o21bai_1, a21oi_1, o31ai_1, o22ai_1, mux2i_1, or3_1, clkdlybuf4s50_1. The share of flip-flops with an asynchronous set or reset was 1.00; the die area was 0.00694 mm2.

The I/O pin total is 34, and the die extent in y is 83.3 um. Number of hold-slack violations in the final timing report: 0. The fraction of the core area occupied by cells at floorplan is 0.417.

The minimum setup slack after placement is 714 ps. The total track usage is 0.302. Counting tap cells, the placed design contains a total of 471 instances. With the time the worst path needs with I/O delays and setup at 6010 ps, the number of distinct library cells after synthesis is 66. The stage logs contain a warning count of 45.

The final total negative setup slack was 0 ps. For the global placer's final weighted congestion, the log shows 1.06. The diode insertion count for antenna repair is 0, and the post-synthesis average cell area is 6.91 um2. The half-perimeter wire length after placement was 8.17 mm; the power per cell area was 98.7 mW/mm2.

Per the detail_route report, DRC violations left total 0. The clock latency on the worst-skew pair came out at 220 ps. More flip-flops sit in one register than any other, and that register is CCR. The number of buffers and inverters on the critical path is 3. Post-CTS repair ended up resizing 0 cells. The count of buffers added on input and output ports is 33. The internal power of the cells totals 0.000159 W. The aggregate global routing overflow is 0. The analysis attributes to cell leakage a power of 1.23 nW.

The run gives 0.103 as the sequential share of power. Pins over their slew limit in the final report were tallied at 0. Synthesis produced 383 cells. In this run the horizontal extent of the chip is 83.3 um.

Entering global routing, the biggest net connects 31 pins. Fill cells in the final layout number 671. Setup repair after global routing left no endpoint under its margin.

The run gives 0.00265 mm2 for the chip area from the yosys synthesis statistics. The combinational share of power was 0.728; the fraction of final layout cells sized beyond drive strength 1 was 0.0529. The data arrival time of the critical path came out at 4670 ps. The launching element type of the critical path was an input port.

The CTS log lists the clock sinks for this run as 4. The path class of the lowest-slack min-delay path is flip-flop to flip-flop. According to the floorplan report, the placeable core area is 0.00635 mm2. The delay of the slowest critical-path stage works out to 750 ps. Cell with the biggest individual delay on the critical path: clkdlybuf4s50_1. The logs give 3116 for the via count of the routed design and 0 for the number of failing setup endpoints in the final timing report.

Tally of yosys warning messages: 1. The count of flip-flops with a built-in enable after synthesis was 0. The register with the most flip-flops in the layout has 4 of them.

The sequential area share after synthesis was 0.0378; the number of antenna violations at the first check in global routing was 0. Yosys instantiated no cell more often than ha_1. The run gives 0 as the max capacitance violation total. The largest registers in the layout are CCR: 4 flops.

The run gives 0.896 for the fraction of the cycle the final worst path needs.
==> final timing paths <==
path | start | endpoint | slack, ps | depth (start not counted)
setup / recovery | B[1] | V | 690 | 10
hold / removal | CCR[1] | CCR[1] | 610 | 2
setup reg to reg | CCR[2] | CCR[3] | 5150 | 4
hold reg to reg | CCR[1] | CCR[1] | 610 | 2
max in group asynchronous | rst | CCR[3] | 5250 | 2
min in group asynchronous | rst | CCR[2] | 1310 | 2
==> worst reg2reg max path, delay by kind of cell, from the launching register on <==
kind	cells	cell delay [ps]
AOI/OAI and AO/OA	1	350
DFF	1	460
and+or+nand+nor	3	600
==> cell families after synthesis <==
group,after synthesis,synth area share
compound gates,104,0.273
buf+inv,57,0.0870
fa+ha+maj,35,0.171
xor+xnor,21,0.0695
mux,10,0.0430
flops,4,0.0378
simple gates,152,0.318
==> placed cells by master (no fill, tap or decap), types with 10 or more instances in the layout <==
cell / instances
ha_1: 33
clkdlybuf4s50_1: 33
inv_1: 28
nor2_1: 25
a21oi_1: 23
nand3_1: 22
nand2_1: 20
nor3_1: 18
xnor2_1: 16
o21ai_0: 15
and3_1: 10
nand4_1: 10
==> area by class of cell <==
| type | instances | area [um2] | share of cell area |
|---|---|---|---|
| repair buffers | 39 | 375 | 0.124 |
| inverters | 29 | 109 | 0.0358 |
| well taps | 77 | 96.3 | 0.0317 |
| clock buffers | 3 | 41.3 | 0.0136 |
| flip-flops and latches | 4 | 100 | 0.0330 |
| multi-input cells | 322 | 2310 | 0.762 |
==> power by group through the flow <==
stage                 Combinational (W)   Clock, W  Sequential [W]
final                          0.000218  0.0000508       0.0000308
after global routing           0.000236  0.0000540       0.0000313
after CTS                      0.000214  0.0000525       0.0000310
==> per-layer routing <==
layer	vias up	track usage	wire length (um)
met5	-	0	0
li1	1460	-	-
met4	0	0.122	436
met2	201	0.454	4590
met3	37	0.0343	859
met1	1418	0.443	4430
==> metrics by stage <==
step | cell area (um2) | util
after floorplan | 2650 | -
after global placement | 3000 | 0.472
after detailed placement | 3000 | 0.472
after CTS | 3040 | 0.478
after global routing | 3040 | 0.478
final | 3040 | 0.478
Power figures rest on the tool's default switching activity, not on a simulated workload.
