--- design/flow/config.mk ---
export PLATFORM = sky130hd
export DESIGN_NAME = RegFile
export DESIGN_NICKNAME = RegFile
export VERILOG_FILES = /design/flow/design.v
export SDC_FILE = /design/flow/constraint.sdc
export NUM_CORES = 4
export LEC_CHECK = 1
export CORE_UTILIZATION = 30
--- design/flow/constraint.sdc ---
current_design RegFile

set clk_period 2.2
set clk_io_pct 0.2

create_clock -name clk0 -period $clk_period [get_ports {CLK}]

set non_clock_inputs [all_inputs -no_clocks]
set_input_delay [expr $clk_period * $clk_io_pct] -clock clk0 $non_clock_inputs
set_output_delay [expr $clk_period * $clk_io_pct] -clock clk0 [all_outputs]
--- design/flow/design.v ---
module RegFile #(parameter WIDTH = 8, DEPTH = 4, ADDR = 2 )
(
input    wire                CLK,
input    wire                RST,
input    wire                WrEn,
input    wire                RdEn,
input    wire   [ADDR-1:0]   W_Add,
input    wire   [ADDR-1:0]   R_Add_A,
input    wire   [ADDR-1:0]   R_Add_B,
input    wire   [WIDTH-1:0]  WrData,
output   reg                 RdData_VLD,
output   wire   [WIDTH-1:0]  REGA,
output   wire   [WIDTH-1:0]  REGB,
output   wire   [WIDTH-1:0]  Sp
);
integer I ; 
reg [WIDTH-1:0] regArr [DEPTH-1:0] ;    
always @(posedge CLK or negedge RST) begin
   if(!RST) begin  
     RdData_VLD <= 1'b0 ;
        for (I=0 ; I < DEPTH ; I = I +1) begin
           if(I==3)
              regArr[I] <= 'd255 ;
           else
              regArr[I] <= 'b0 ;  
        end
    end
   else begin
      Sp<= regArr[3];
      if (RdEn) begin  
          REGA <= regArr[R_Add_A] ;
          REGB <= regArr[R_Add_B] ;
          RdData_VLD <= 1'b1 ;
      end
      else begin
          RdData_VLD <= 1'b0 ;
      end
     if (WrEn) begin  
        regArr[W_Add] <= WrData;
      end    
   end
end
endmodule
--- design/flow/run.sh ---
#!/bin/bash
# OpenROAD 26Q1-2900-gdf79404cd8, Yosys 0.63+post, stock flow scripts
make -C /OpenROAD-flow-scripts/flow DESIGN_CONFIG=/design/flow/config.mk WORK_HOME=/design/flow/orfs finish
==> results.txt <==
The flow completed. The flow ran to the end, and the final reports show no timing, DRC or antenna violations. Total of max-cap violations landed at 0. The detailed router reported a total wirelength of between 4000 and 5000 um. The critical path is of the in -> reg type. Share of synthesized area spent on multiplexers landed at 30.6%. The worst register-to-register path has a setup slack of 1.07 ns. In the floorplan report the effective utilization is between 30% and 40%. Per Yosys stat, the portion of area used by sequential elements is around two thirds. Power per unit of standard cell area landed at 846 nW/um^2. Looking at the max-slew report, the worst-margin pin has a slew of 0.403 ns. TritonCTS built the clock tree. Final tally of max-slew violations landed at 0. Per the synthesis report, the number of distinct cell types is 11.

The number of setup buffers added after CTS is 0. From left edge to right edge, the die measures 90.6 um. In this design, the stage delay of the slowest critical-path cell is 0.54 ns.

Antenna cell count landed at 0. For this design, Yosys synthesis ends with a cell count of 114. STA puts the critical path data required time at 2.41 ns. Tally of OpenROAD warnings landed at 25. The global route stage reports its total congestion overflow as 0. According to the floorplan report, the total die area is 8200 sq um. The worst-case max-slew headroom was logged as around three quarters.

The data arrival time reported for the critical path is 1.81 ns. The clock H-tree reported by CTS has 3 levels. For this run, design rule violations remaining after detail routing come to 0.

Yosys warning tally landed at 5. Netlist area before placement landed at 2350 sq um. Ratio of cells with drive above 1 in the final layout landed at 46.6%. Area of the core landed at 7410 sq um. The worst hold path belongs to the class in -> async. Detailed-route vias per instance landed at 4.72. The worst path needs 1.60 ns of the cycle, external delays included.

Broken down by cell family, the worst path's largest delay share belongs to buffers and inverters. Worst slack after detailed placement landed at 0.246 ns. Total via count after detailed routing landed at 1298.

The first global-routing pass estimated 7230 um of wire. Clock slew at the register clock pins of the worst setup and hold paths landed at 0.06 ns. Once detail routing completed, the nets flagged for antenna violations numbered 0.

Once placement finished, the instance area stood at between 2000 and 3000 sq um. Entering global routing, the biggest net connects 19 pins. Summing the areas of all xor and xnor instances in the mapped netlist gives 0% of the synthesized area.

Number of buffers inserted by hold repair at cts landed at 0. Total global routing track utilization landed at approximately 12%. Number of global-route vias before repair landed at around 1400.

The library cells used most frequently in the layout, excluding fill and tap cells, are sky130_fd_sc_hd__clkdlybuf4s50_1, sky130_fd_sc_hd__mux2_2, sky130_fd_sc_hd__dfrtp_1. Standby leakage power landed at between 0.001 and 0.0015 uW. Clock tree skew after final layout landed at roughly 0.0050 ns. Input and output buffers added on the ports amount to 42. The first TritonRoute pass finished after 3 iterations. STA classifies the critical path endpoint as a register. The final weighted congestion recorded by global placement is 0.778. The analysis reports a worst IR drop on VDD of 0.000274 V. Together, buffers and inverters on the worst path number 1.

Setup repair after global routing left no endpoint under its margin. DRC violation total after the first TritonRoute iteration landed at 21. Worst-case clock buffer depth landed at 2. Summed negative setup slack over all endpoints landed at 0 ns. The cell-mix breakdown from Yosys lists the adder-cell area share as 0%. Chip area line of the yosys report landed at 2350 sq um.

Insertion delay to the later sink of the worst-skew pair landed at 0.33 ns. Number of clock sinks landed at around 57. The filler cells instantiated in the layout total 638.

For reference, the top logic cell family by area is multiplexers. The routed design shows a wire length per standard cell of 16.3 um. The worst setup path is launched from a primary input. The cell-mix breakdown from Yosys lists the compound-gate area share as 0%. CTS added clock buffers totalling 9. Number of antenna violations at the first check in global routing landed at 0. Post-route worst setup slack landed at 0.599 ns.

Maximum clock frequency landed at ~620 MHz. Leaving out fill and tap cells, the most frequent cell in the layout is sky130_fd_sc_hd__clkdlybuf4s50_1. The critical path goes through clkdlybuf4s50_1 > nand3b_2 > mux2_2. For reference, the placement row count at floorplan is 31. Final critical-path share of the clock period landed at 72.8%.

Looking at the critical path, the single cell with the biggest stage delay is sky130_fd_sc_hd__clkdlybuf4s50_1. Hold-check failures listed in the final report amount to 0. In this run, post-CTS repair resized a total of 0 instances.

In this run the layout overhead on the synthesized area is reported as 33.1%. Maximum fanout encountered on the critical timing path landed at 8. Area fraction in and, or, nand and nor cells after synthesis landed at 2.45%.

According to the I/O placement log, the pin count is 43. Post-route cell area landed at 3130 sq um. In this run the vertical extent of the chip is 90.6 um.

For reference, the post-synthesis area per instance comes to 20.6 sq um. Per the CTS log, the root buffer master is sky130_fd_sc_hd__clkbuf_8. Number of setup violations in the final report landed at 0. Register bit total from synthesis landed at 57.

According to the dpl log, the detail-placed design has an HPWL of 3070 um. Post-synthesis cell count landed at 114.
## report_power, final
group	switching (uW)	total (uW)	internal, uW	leakage (uW)
sequential	90.0	1410	1320	0.000609
clock	365	823	458	0.0000912
combinational	118	416	299	0.000472
total	573	2650	2080	0.00117
## cell type report
class                   count  area (sq um)  area share [%]
clock buffers              12           155            4.95
well taps                  99           124            3.96
clock inverters             4          17.5           0.559
repair buffers             50           500            16.0
flip-flops and latches     57          1560            49.7
multi-input cells          53           778            24.9
## synthesized netlist by cell type (all sizes together)
cell type  count  area [sq um]
and2           1          6.26
buf            4          17.5
dfrtp         25           626
dfstp          8           210
edfxtp        24           721
mux2          32           360
mux4          16           360
nand3          1          10.0
nand3b         2          22.5
nor3b          1          18.8
## path summary, 6_finish.rpt
path                       cells past startpoint            to         start
max                                            3  regArr[2][1]      W_Add[0]
min                                            1    RdData_VLD           RST
max reg2reg                                    1       REGA[7]  regArr[0][7]
min reg2reg                                    1  regArr[2][7]  regArr[2][7]
max in group asynchronous                      3  regArr[3][7]           RST
min in group clk0                              1  regArr[2][7]  regArr[2][7]
## metrics by stage
| step | util (%) | hold WS (ns) | total power [uW] | instances |
|---|---|---|---|---|
| floorplan | - | 0.144 | 1640 | 114 |
| global placement | 39.9 | 0.378 | 1840 | 259 |
| detailed placement | 39.9 | 0.388 | 1860 | 259 |
| CTS | 42.3 | 0.0271 | 2690 | 275 |
| global route | 42.3 | 0.0331 | 2790 | 275 |
| finish | 42.3 | 0.0338 | 2650 | 275 |
## state kept, by name, indices dropped and copies added (netlist names)
name        count
REGA            8
RdData_VLD      1
regArr         32
Sp              8
REGB            8
## logic make-up after synthesis
logic type / after synthesis
buffers and inverters: 4
DFF: 57
muxes: 48
and+or+nand+nor: 5
## metal layers
| layer | up-vias | global-route usage [%] | share of wire, % |
|---|---|---|---|
| met5 | - | 0 | 0 |
| met4 | 0 | 2.69 | 2.1 |
| met3 | 9 | 7.01 | 11 |
| met2 | 68 | 19.1 | 49 |
| met1 | 646 | 15.2 | 38 |
| li1 | 575 | - | - |
Power figures rest on the tool's default switching activity, not on a simulated workload.
